==> /design/flow/design.v <==
`timescale 1ns / 1ps
module score_disp(
	output [7:0] seg,
	output reg [3:0] an,
	input [10:0] score,
	input clk_400
    );
	wire [3:0] num[3:0];
	reg [3:0] bcd;
	assign num[0] = score % 10'd10;
	assign num[1] = (score / 10'd10) % 10'd10;
	assign num[2] = (score / 10'd100) % 10'd10;
	assign num[3] = (score / 10'd1000) % 10'd10;
	seven_seg_decoder ssd0 (seg, bcd);
	always @ (posedge clk_400)
		case (an)
		4'b1110:
		begin
			an <= 4'b1101;
			bcd <= num[1];
		end
		4'b1101:
		begin
			an <= 4'b1011;
			bcd <= num[2];
		end
		4'b1011:
		begin
			an <= 4'b0111;
			bcd <= num[3];
		end
		default:
		begin
			an <= 4'b1110;
			bcd <= num[0];
		end
		endcase
endmodule
`timescale 1ns / 1ps
module seven_seg_decoder(
    output reg [7:0] seg,
    input [3:0] bcd
    );
    always @ (*)
        case (bcd)
        4'b0000: seg = 8'b1100_0000;
        4'b0001: seg = 8'b1111_1001;
        4'b0010: seg = 8'b1010_0100;
        4'b0011: seg = 8'b1011_0000;
        4'b0100: seg = 8'b1001_1001;
        4'b0101: seg = 8'b1001_0010;
        4'b0110: seg = 8'b1000_0010;
        4'b0111: seg = 8'b1111_1000;
        4'b1000: seg = 8'b1000_0000;
        4'b1001: seg = 8'b1001_0000;
        4'b1010: seg = 8'b1000_1000;
        4'b1011: seg = 8'b1000_0011;
        4'b1100: seg = 8'b1100_0110;
        4'b1101: seg = 8'b1010_0001;
        4'b1110: seg = 8'b1000_0110;
        4'b1111: seg = 8'b1000_1110;
        endcase
endmodule
==> /design/flow/run.sh <==
#!/bin/bash
# OpenROAD 26Q1-2900-gdf79404cd8, Yosys 0.63+post, stock flow scripts
make -C /OpenROAD-flow-scripts/flow DESIGN_CONFIG=/design/flow/config.mk WORK_HOME=/design/flow/orfs finish
==> /design/flow/config.mk <==
export PLATFORM = sky130hd
export DESIGN_NAME = score_disp
export DESIGN_NICKNAME = score_disp
export VERILOG_FILES = /design/flow/design.v
export SDC_FILE = /design/flow/constraint.sdc
export NUM_CORES = 4
export LEC_CHECK = 1
export CORE_UTILIZATION = 30
==> /design/flow/constraint.sdc <==
current_design score_disp

set clk_period 20.8
set clk_io_pct 0.2

create_clock -name clk0 -period $clk_period [get_ports {clk_400}]

set non_clock_inputs [all_inputs -no_clocks]
set_input_delay [expr $clk_period * $clk_io_pct] -clock clk0 $non_clock_inputs
set_output_delay [expr $clk_period * $clk_io_pct] -clock clk0 [all_outputs]
==> flow_summary.toml <==
# yosys + openroad results
[power_and_ir_drop]
combinationalPowerShare_pct = 55.3
internal-power_mw = 0.0852
switching_share_pct = 35.7
power.total_mw = 0.132
power_leakage_nw = 1.87
peakVddDrop_uv = 18.6
clockPowerShare_pct = 25.3
switchingPower_mw = 0.0472
p_seq_share_pct = 19.5
pwr_density_cell_nw_per_um2 = 30.8

[critical_path]
slowest_delay_ns = 0.57
worstPathArrival_ns = 19.34
path_common_cell = "ha_1"
required_ns = 20.90
cp_top_family = "AND-OR/OR-AND gates"
critPathMaxFanout = 13
worst_setup_path_start_kind = "input port"
worstSetupPathType = "in -> reg"
critPathCaptureType = "flip-flop"
cpMaxStageDelayCell = "clkdlybuf4s50_1"
crit_buf_inv = 2

[cells_and_area]
area_delta_synth_final_pct = 12.8
layout-drive-gt1-share_pct = 7.72

[cts]
clk-insertion-delay-late_ns = 0.23
clkTransAtPathRegs_ns = 0.04
htreeDepth = 1
cts_sinks = 11
cts_hold_buf = 0
cts_buffer_depth = 2
cts_buffers = 3
cts_root_buf = "clkbuf_16"
cts_tree = "done"

[sta]
setup_viol = 0
max-slew-margin-rel_pct = 48.4
slew_viol_final = 0
fin_skew_ns = 0.000793
worst_pin_slew_ns = 0.774
min_period_over_period_pct = 92.5
hold_viol_final = 0
fmax_mhz = 52.0
fin_setup_tns_ns = 0
min_period_ns = 19.24
rsz0062_at_grt = "no"

[floorplanning]
die_w_um = 115
pin_count = 24
die_area_um2 = 13100
fp-utilization_pct = 31.2
die_h_um = 115
row_count = 40
coreArea_um2 = 12200

[global_route]
grt_max_degree = 23
antenna_found_initial = 0
grt_pass1_wl_um = 15500
grt_pass1_vias = 3352
overflow = 0
grt_util_all_layers_pct = 14.2

[placement]
port_buffers = 22
dp_hpwl_um = 7370
gp_congestion = 0.897

[routing]
ant_nets = 0
dr.pass1.iters = 5
drc = 0
drt_iter0_drc = 174
wl_um = 9190
antenna_cells = 0
vias_per_cell = 5.39
wl_per_cell_um = 12.9
vias = 3841

[flow_run]
cap_viol_max_count = 0
tool_warnings = 34

[yosys]
synth-edff-count = 0
ys_area_um2 = 3800
syn_area_um2 = 3800
netlist_instances = 533
synth_async_sr_flop_share_pct = 0
avgSynthCellArea_um2 = 7.14
yosysUniqueCellTypes = 72
numSynthFlops = 11
ys_cells = 533
ys_warn_count = 2
flop_cell = "dfxtp_1"
ys_seq_share_pct = 5.79

[outcome]
status = "complete, no violations"

[min_path]
hold_class = "reg -> reg"
## cells in the mapped netlist, types with 11 or more instances
library cell,n,area [um^2]
a21oi_1,38,190
clkbuf_1,21,78.8
dfxtp_1,11,220
ha_1,55,688
inv_1,30,113
mux2i_1,20,200
nand2_1,47,176
nand3_1,21,105
nor2_1,46,173
nor3_1,17,85.1
o21a_1,16,120
o21ai_0,34,170
xnor2_1,12,105
## placed cells by master (no fill, tap or decap), types with 6 or more instances in the layout
cell	instances
nor2_1	46
o31ai_1	10
xnor2_1	12
clkdlybuf4s50_1	22
a21o_1	7
dfxtp_1	11
nor3_1	17
mux2i_1	20
o21a_1	16
o21ai_0	34
or2_2	6
a21oi_1	38
or3_1	6
nand3_1	21
inv_1	30
ha_1	55
buf_4	11
xor2_1	7
nand2_1	47
and3_1	6
o21ai_1	7
o211ai_1	8
## timing repair
action | in CTS | in global routing
gates resized | 0 | 1
buffers inserted | 0 | 6
hold endpoints to repair | 0 | 0
setup endpoints to repair | 0 | 7
## layer usage
layer	track usage, %	vias up	wire, um
met1	22.0	1742	4870
met3	0.270	2	241
met4	0.779	0	27
met5	0	-	0
met2	23.0	63	4050
li1	-	2034	-
## flip-flops by register name (all words and copies together) (netlist names)
name and count:
seg 7, an 4
## per-stage QoR
stage,utilization [%],hold WS [ns],instances,instance area (um^2),setup WS [ns]
4_1_cts,34.7,0.462,706,4240,1.19
2_1_floorplan,-,0.405,533,3800,3.13
3_5_place_dp,34.1,0.446,702,4160,1.02
5_1_grt,35.1,0.474,712,4290,0.179
6_report,35.1,0.463,712,4290,1.56
3_3_place_gp,34.1,0.447,702,4160,1.40
## power by group through the flow
stage                 Clock, mW  Sequential (mW)  Combinational (mW)
after global routing     0.0351           0.0260              0.0828
after CTS                0.0343           0.0258              0.0733
final                    0.0335           0.0258              0.0732
## logic make-up (layout without fill, tap and decap cells)
logic type / after synthesis / in the layout / synth area share, %
buf+inv: 56 / 67 / 5.92
simple gates: 182 / 182 / 23.7
xor+xnor: 19 / 19 / 4.37
compound gates: 180 / 180 / 33.5
mux: 29 / 29 / 8.48
other cells: 1 / 1 / 0.0986
fa+ha+maj: 55 / 55 / 18.1
flops: 11 / 11 / 5.79
## layout make-up
| type | instances | area, um^2 |
|---|---|---|
| Tap cell | 168 | 210 |
| Clock buffer | 4 | 78.8 |
| Inverter | 30 | 113 |
| Sequential cell | 11 | 220 |
| Timing Repair Buffer | 33 | 303 |
| Multi-Input combinational cell | 466 | 3370 |
| Fill cell | 1286 | 7920 |
## worst paths after layout
path	from	end	slack (ns)	depth (start not counted)
worst max-delay path	score[10]	seg[3]	1.56	67
worst min-delay path	an[3]	an[2]	0.46	1
worst min register to register	an[3]	an[2]	0.46	1
worst max register to register	an[0]	seg[3]	4.80	70
Power and IR drop assume default switching activity.
