==> ./design.v <==
`timescale 1ns / 1ps
module vga_ctrl(
	output reg [2:0] vgaRed, vgaGreen,
	output reg [2:1] vgaBlue,
	output reg Hsync, Vsync,
	output [5:0] pixel_x, pixel_y,
	input [5:0] head_x, head_y, apple_x, apple_y,
	input pixel_data,
	input clk_25M
    );
	parameter WIDTH = 6'd40;
	parameter HEIGHT = 6'd30;
	parameter TVpw = 10'd2, TVbp = 10'd29, TVdisp = 10'd480, TVs = 10'd521;  
	parameter THpw = 10'd96, THbp = 10'd48, THdisp = 10'd640, THs = 10'd800;  
	reg [9:0] V_counter;
	reg [9:0] H_counter;
	reg [2:0] next_vgaRed, next_vgaGreen;
	reg [1:0] next_vgaBlue;
	wire [5:0] real_pixel_x;
	assign pixel_x = (H_counter - THpw - THbp + 10'd1) >> 4;
	assign pixel_y = (V_counter - TVpw - TVbp) >> 4;
	assign real_pixel_x = (H_counter - THpw - THbp) >> 4;
	always @ (posedge clk_25M)
		if (H_counter == THs)
		begin
			H_counter <= 10'b0;
			Hsync <= 1'b0;
		end
		else
		begin
			H_counter <= H_counter + 10'd1;
			if (H_counter == THpw - 10'd2)
				Hsync <= 1'b1;
		end
	always @ (posedge clk_25M)
		if (H_counter == THs)
			if (V_counter == TVs)
			begin
				V_counter <= 10'd0;
				Vsync <= 1'b0;
			end
			else
			begin
				V_counter <= V_counter + 10'd1;
				if (V_counter == TVpw - 10'd2)
					Vsync <= 1'b1;
			end
	always @ (posedge clk_25M)
		{vgaRed, vgaGreen, vgaBlue} <= {next_vgaRed, next_vgaGreen, next_vgaBlue};
	always @ (*)
		if (V_counter > TVpw + TVbp - 10'd1 && V_counter <= TVpw + TVbp + TVdisp - 10'd1
			&& H_counter >= THpw + THbp - 10'd1 && H_counter < THpw + THbp + THdisp - 10'd1)
			if (pixel_data)
				if (real_pixel_x == head_x && pixel_y == head_y)
					{next_vgaRed, next_vgaGreen, next_vgaBlue} = 8'b00011100;
				else
					{next_vgaRed, next_vgaGreen, next_vgaBlue} = 8'b11111100;
			else if (real_pixel_x == apple_x && pixel_y == apple_y)
				{next_vgaRed, next_vgaGreen, next_vgaBlue} = 8'b11100000;
			else
				{next_vgaRed, next_vgaGreen, next_vgaBlue} = 8'b01101101;
		else
			{next_vgaRed, next_vgaGreen, next_vgaBlue} = 8'b0;
endmodule
==> ./run.sh <==
#!/bin/bash
# OpenROAD 26Q1-2900-gdf79404cd8, Yosys 0.63+post, stock flow scripts
make -C /OpenROAD-flow-scripts/flow DESIGN_CONFIG=/design/flow/config.mk WORK_HOME=/design/flow/orfs finish
==> ./config.mk <==
export PLATFORM = sky130hd
export DESIGN_NAME = vga_ctrl
export DESIGN_NICKNAME = vga_ctrl
export VERILOG_FILES = /design/flow/design.v
export SDC_FILE = /design/flow/constraint.sdc
export NUM_CORES = 4
export LEC_CHECK = 1
export CORE_UTILIZATION = 30
==> ./constraint.sdc <==
current_design vga_ctrl

set clk_period 5.5
set clk_io_pct 0.2

create_clock -name clk0 -period $clk_period [get_ports {clk_25M}]

set non_clock_inputs [all_inputs -no_clocks]
set_input_delay [expr $clk_period * $clk_io_pct] -clock clk0 $non_clock_inputs
set_output_delay [expr $clk_period * $clk_io_pct] -clock clk0 [all_outputs]
==> flow_metrics.env <==
# source this file to load flow results
export IMPL_leakagePower_nw=1.01
export IMPL_post_cts_buffers=0
export IMPL_synthArstFlopShare_pct=0
export IMPL_post_route_util_pct=39.3
export IMPL_timing_fmax_ghz=0.259
export IMPL_synth_cells=247
export IMPL_powerDensity_nw_per_um2=133
export IMPL_min_path_type="flip-flop to flip-flop"
export IMPL_drv_cap=0
export IMPL_hold_buffers=0
export IMPL_yosysChipArea_sq_um=2170
export IMPL_crit_type="flip-flop to output port"
export IMPL_setup_slack_ns=1.63
export IMPL_ir_drop_uv=79.3
export IMPL_worstPathArrival_ns=2.77
export IMPL_core_area_sq_um=6910
export IMPL_clock_sink_count=27
export IMPL_ys_seq_share_pct=30.0
export IMPL_synthesis_area_sq_um=2170
export IMPL_slew_violations=0
export IMPL_grt_pass1_wl_um=7850
export IMPL_final_cell_area_sq_um=2710
export IMPL_viasPerCell=4.69
export IMPL_worstPathCellList="inv_1, ha_1, nor4_1, maj3_1, nor2_1, xor2_1, clkdlybuf4s50_1"
export IMPL_critPathBufInv=2
export IMPL_dieHeight_um=87.1
export IMPL_antennaDiodeCount=0
export IMPL_post_route_min_period_ns=3.87
export IMPL_overflow=0
export IMPL_ff_type="dfxtp_1"
export IMPL_slowest_stage="dfxtp_1"
export IMPL_mostFrequentLayoutCells="clkdlybuf4s50_1, xnor2_1, nor2_1"
export IMPL_ys_cells=247
export IMPL_ys_ff=27
export IMPL_ant_nets=0
export IMPL_edf_count=11
export IMPL_setup_viol=0
export IMPL_portBuffers=46
export IMPL_worst_path_largest_cell_delay_ns=0.55
export IMPL_root_buffer="clkbuf_8"
export IMPL_rsz0062_at_grt="false"
export IMPL_post_cts_resized=0
export IMPL_yosys_warnings=1
export IMPL_final_setup_tns_ns=0
export IMPL_gp_congestion=0.862
export IMPL_clk_latency_ns=0.27
export IMPL_crit_fanout=10
export IMPL_n_fill_cell=697
export IMPL_slew_headroom_pct=42.5
export IMPL_post_drt_wl_per_cell_um=13.0
export IMPL_io_pins=48
export IMPL_drive_gt1_share_pct=3.21
export IMPL_cp_start_kind="flip-flop"
export IMPL_lay_top_count="clkdlybuf4s50_1"
export IMPL_dp_hpwl_um=3790
export IMPL_die_area_sq_um=7580
export IMPL_h_tree_depth=1
export IMPL_postPlaceCellArea_sq_um=2670
export IMPL_area_delta_synth_final_pct=25.0
export IMPL_post_place_ws_ns=1.95
export IMPL_cts_buffers=3
export IMPL_fp_utilization_pct=31.4
export IMPL_cts_tree="yes"
export IMPL_wirelength_um=4900
export IMPL_die_x_um=87.1
export IMPL_antenna_found_initial=0
export IMPL_grt_total_usage_pct=13.5
export IMPL_status="complete, no violations"
export IMPL_vias=1762
export IMPL_post_route_drc_count=0
export IMPL_hold_viol=0
export IMPL_end_kind="output port"
export IMPL_clk_pin_slew_ns=0.09
export IMPL_finalClockPeriodUsage_pct=70.3
export IMPL_required_ns=4.40
export IMPL_grt_max_degree=16
export IMPL_grt_pass1_vias=1623
export IMPL_rows=30
export IMPL_synth_cell_types=53
export IMPL_warning_count=33
export IMPL_p_total_w=0.000362
export IMPL_tightest_slew_ns=0.855
export IMPL_cpLargestDelayFamily="adder cells"
export IMPL_first_pass_iters=4
export IMPL_clk_path_buf_depth=2
export IMPL_finalClockSkew_ns=0.00447
export IMPL_drt_iter0_markers=141
export IMPL_avgSynthCellArea_sq_um=8.79
==> metrics by stage <==
step / cells / hold slack, ns
3_5_place_dp: 372 / 0.466
6_report: 376 / 0.493
5_1_grt: 376 / 0.516
2_1_floorplan: 247 / 0.413
4_1_cts: 376 / 0.498
3_3_place_gp: 372 / 0.461
==> flip-flops by register name, indices dropped and copies added (netlist names) <==
register,flops
vgaRed,2
Vsync,1
V_counter,10
Hsync,1
vgaGreen,2
H_counter,10
vgaBlue,1
==> cells by family (layout without fill, tap and decap cells) <==
kind of cell,after synthesis,count (layout),synth area share (%)
and+or+nand+nor,89,89,22.4
xor gates and xnor gates,52,52,22.9
muxes,2,2,0.922
DFF,27,27,30.0
adders and majority gates,12,12,6.80
AOI/OAI and AO/OA,34,34,10.5
other,1,1,0.173
buffers and inverters,30,63,6.34
==> worst paths after layout <==
kind | slack [ns] | to | start | cells past startpoint
worst max-delay path | 1.63 | pixel_x[5] | H_counter[4] | 7
worst min-delay path | 0.49 | Hsync | Hsync | 2
worst max register to register | 2.95 | vgaRed[2] | H_counter[4] | 8
worst min register to register | 0.49 | Hsync | Hsync | 2
==> final cells by class <==
cell class / instances / area (sq um) / share of cell area [%]
Multi-Input combinational cell: 190 / 1380 / 51.0
Clock buffer: 3 / 41.3 / 1.52
Clock inverter: 1 / 5.00 / 0.185
Timing Repair Buffer: 47 / 468 / 17.3
Tap cell: 96 / 120 / 4.43
Sequential cell: 27 / 651 / 24.0
Inverter: 12 / 45.0 / 1.66
==> worst reg2reg max path, stage by stage (launching register included) <==
cell	delay [ns]
dfxtp_1	0.55
inv_1	0.16
ha_1	0.33
xnor2_1	0.16
a22oi_1	0.17
o311ai_1	0.16
or4_4	0.56
nor4_4	0.27
nor3b_1	0.08
==> report_power, final <==
part / total (W) / switching (W) / leakage (nW) / internal (W)
clock network: 0.000114 / 0.0000635 / 0.0255 / 0.0000508
registers: 0.000206 / 0 / 0.257 / 0.000206
logic: 0.0000409 / 0.0000151 / 0.732 / 0.0000258
==> metal layers <==
metal | part of all wire, % | global-route usage (%) | vias to the layer above
li1 | - | - | 917
met1 | 50 | 21.2 | 791
met2 | 44 | 20.5 | 52
met3 | 5.6 | 2.31 | 2
met4 | 0.47 | 1.67 | 0
met5 | 0 | 0 | -
==> cells in the mapped netlist (all sizes together), types with 2 or more instances <==
master   count  area share [%]
edfxtp      11              15
or3          2            0.58
nor3b        2            0.69
mux2i        2            0.92
nor2        25             4.3
ha          11             6.3
and4         2            0.81
xnor2       28              11
inv         11             1.9
nor2b        6             1.7
dfxtp       16              15
o21ai        8             1.8
nand3        7             1.6
clkbuf       8             1.4
xnor3        3             3.1
nor4         8             3.3
a22oi        2            0.69
a21o         2            0.69
o311ai       2            0.81
buf         10             2.9
a41oi        2            0.81
o2bb2ai      2            0.81
xor2        21             8.5
nand2       14             2.4
and3         3            0.86
a21oi        7             1.6
nand4        6             1.7
and2         4             1.2
nor3         4            0.92
Power is estimated from default activity; no workload was simulated.
