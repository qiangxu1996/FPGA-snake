`design/flow/constraint.sdc`:
```
current_design freq_devider

set clk_period 6.1
set clk_io_pct 0.2

create_clock -name clk0 -period $clk_period [get_ports {clk_100M}]

set non_clock_inputs [all_inputs -no_clocks]
set_input_delay [expr $clk_period * $clk_io_pct] -clock clk0 $non_clock_inputs
set_output_delay [expr $clk_period * $clk_io_pct] -clock clk0 [all_outputs]
```
`design/flow/design.v`:
```
`timescale 1ns / 1ps
module freq_devider(
	output reg clk_25M,
	output reg clk_400,
	output reg clk_5,
	input clk_100M
    );
	reg [22:0] counter;
	always @ (posedge clk_100M)
		counter <= counter + 1;
	always @ (posedge clk_100M)
	begin
		if (counter[0])
			clk_25M <= ~clk_25M;
		if (counter[16:0] == 17'hFFFFF)
			clk_400 <= ~clk_400;
		if (counter == 23'hFFFFFF)
			clk_5 <= ~clk_5;
	end
endmodule
```
`design/flow/config.mk`:
```
export PLATFORM = sky130hd
export DESIGN_NAME = freq_devider
export DESIGN_NICKNAME = freq_devider
export VERILOG_FILES = /design/flow/design.v
export SDC_FILE = /design/flow/constraint.sdc
export NUM_CORES = 4
export LEC_CHECK = 1
export CORE_AREA = 10 10 92 92
export DIE_AREA = 0 0 102 102
```
`design/flow/run.sh`:
```
#!/bin/bash
# OpenROAD 26Q1-2900-gdf79404cd8, Yosys 0.63+post, stock flow scripts
make -C /OpenROAD-flow-scripts/flow DESIGN_CONFIG=/design/flow/config.mk WORK_HOME=/design/flow/orfs finish
```
==> summary.txt <==
Implementation progress

The commonest cells after synthesis are 23 x sky130_fd_sc_hd__dfxtp_1, 13 x sky130_fd_sc_hd__xnor2_1, 8 x sky130_fd_sc_hd__nand2_1. The clock arrives with 0.00814 ns of skew. The total power divided by cell area stands at 261 mW/mm2.

The cell area after placement stands at 0.00112 mm2. STA puts the critical path data required time at 4.88 ns. The post-cts repair resize count stands at 0.

The timing report notes that buffer and inverter cells on the critical path total 1. The Yosys step of the flow raised 3 warnings. The timing-limited maximum frequency stands at 435 MHz. The count of input and output buffers stands at 3. The number of placement rows stands at 29. The top-area cell type share of the netlist area stands at 0.462. The post-CTS setup buffer count stands at 0. The number of setup violations in the final report stands at 0.

The overall fraction of global-route tracks in use stands at 0.0273. Per the OpenROAD floorplan log, the height of the die is 102 um. The clock slew seen by the registers of the worst setup and hold paths stands at 0.09 ns. The number of logged tool warnings stands at 25. The post-route worst hold slack stands at 0.438 ns. The TritonCTS buffer count stands at 3.

The mean routed wirelength per cell stands at 7.41 um. The worst-case setup margin in the final layout stands at 3.80 ns. STA classifies the critical path startpoint as a register.

The setup path with the least slack is of type reg -> out. Using the TritonRoute via totals, the vias-per-cell ratio works out to 3.32. The largest individual stage delay along the critical path comes from the cell sky130_fd_sc_hd__clkdlybuf4s50_1.

The synthesized design spends more area on one cell type than any other, namely sky130_fd_sc_hd__dfxtp_1. For the pin with the worst max-slew slack, the measured transition is 0.399 ns. The number of fillers in the final layout stands at 701. Yosys attributes the largest share of cell area to sky130_fd_sc_hd__dfxtp_1 46%, sky130_fd_sc_hd__xnor2_1 11%, sky130_fd_sc_hd__edfxtp_1 9.0%, sky130_fd_sc_hd__xor2_1 6.1%, sky130_fd_sc_hd__nand4_1 3.1%. For the worst-skew pair, the clock arrives at the later sink with an insertion delay of 0.27 ns. The first global-routing pass estimated 2.37 mm of wire. The final hold violation count stands at 0. Of the cells placed in the final design, the portion with a size suffix greater than 1 is 0.0825. Detailed placement ended at an HPWL of 966 um.

The area of the chip stands at 0.0104 mm2. The number of enable-type register cells in the synthesized netlist stands at 3. The run reported a max-capacitance violation count of 0. The max-slew violation count stands at 0. Summing all non-filler instances in the final layout gives an area of 0.00119 mm2. Checking hold timing, the worst path is listed with class reg -> reg.

The timing report attributes the biggest portion of critical-path delay to buffers and inverters. STA classifies the critical path endpoint as an output pin. Of all nets on the critical path, the largest fanout is 2.

The residual overflow from global routing stands at 0. For this run, the leading register cell type out of synthesis is sky130_fd_sc_hd__dfxtp_1. Across all checked pins, the minimum headroom to the slew limit is 0.732. TritonCTS built the clock tree. The post-cts hold-fix buffer tally stands at 0. The run finished with clean final reports.

The async set-or-reset flop fraction in the synthesized netlist stands at 0. The via count of the first global-routing pass stands at 584. At the worst endpoint, the arrival time is 1.08 ns. Setup repair after global routing left no endpoint under its margin. The post-placement setup slack stands at 4.09 ns. The highest cell delay on the worst timing path stands at 0.46 ns. The synthesis-stage register bit count stands at 26. The count of cell types in the netlist stands at 18. The largest buffer count on any clock path stands at 2. The via count stands at 578. CTS placed an instance of sky130_fd_sc_hd__clkbuf_8 at the clock tree root. The signal on the critical path passes through clkdlybuf4s50_1.

In the Yosys report the total cell count is 90. The number of sinks driven by the clock tree stands at 26. In the synthesis report, Yosys lists the chip area as 997 um2. For this run the top cell type by instance count after synthesis was sky130_fd_sc_hd__dfxtp_1. Looking at the clock tree report, the H-tree level count equals 1.

Per the OpenROAD floorplan log, the area of the core is 0.00646 mm2. Per Yosys stat, the portion of area used by sequential elements is 0.552. The post-route DRC violation count stands at 0. The share of the clock period used by the worst path after layout stands at 0.377. The first-pass iteration count of the detailed router stands at 3. The post-route utilization of the core is recorded as 0.185. The mapped netlist covers 997 um2.

The violation tally from detailed-route iteration zero stands at 10. The horizontal extent of the die stands at 102 um. Per the post-route antenna check, the number of violating nets is 0. After detailed routing, the total wire length is 1.29 mm. The number of ports placed on the die boundary stands at 4.

At the floorplan stage, the core utilization is reported as 0.154. The final layout reports a setup TNS of 0 ns. The initial antenna violation count is 0.

The count of inserted antenna diode cells stands at 0. After synthesis, the mean cell area works out to 11.1 um2. The peak supply drop stands at 0.0965 mV.

The maximum number of pins on one net before global-route repair stands at 16. The synthesis-to-finish area growth stands at 19.8%. Counting I/O delays and the setup requirement, the final critical path takes 2.30 ns. The final estimated routing congestion in global placement stands at 0.733. The leakage component of the power stands at 0.426 nW.

Synthesis produced 90 cells.
layout by cell type, fill, tap and decap left out, drive strengths merged:
cell type and n:
nor2 6, nand2 8, edfxtp 3, or2 1, xnor2 13, xor2 7
nand3 6, dfxtp 23, clkbuf 3, nor3 4, and3 1, bufinv 1
and4 2, nor4 1, inv 6, ha 2, nand4 7, clkdlybuf4s50 3
routing by layer:
metal | up-vias | part of all wire | track usage
met5 | - | 0 | 0
met3 | 2 | 0.067 | 0.0136
met1 | 255 | 0.53 | 0.0346
met2 | 5 | 0.39 | 0.0420
li1 | 316 | - | -
met4 | 0 | 0.014 | 0.00434
flip-flops by register name (all words and copies together) (netlist names):
name,count
clk_5,1
counter,23
clk_400,1
clk_25M,1
through the flow:
step / cells / power (W)
detailed placement: 170 / 0.000176
global route: 174 / 0.000325
finish: 174 / 0.000311
CTS: 174 / 0.000316
floorplan: 90 / 0.000176
global placement: 170 / 0.000176
report_power, final:
part | total [W] | switching [W] | internal (W)
Combinational | 0.000000000170 | 0 | 0
Sequential | 0.000172 | 0 | 0.000172
Clock | 0.000139 | 0.0000515 | 0.0000877
Total | 0.000311 | 0.0000515 | 0.000260
layout make-up:
cell class / instances / area (um2) / share of cell area
Multi-Input combinational cell: 58 / 424 / 0.355
Clock inverter: 1 / 30.0 / 0.0251
Clock buffer: 3 / 41.3 / 0.0346
Sequential cell: 26 / 551 / 0.461
Timing Repair Buffer: 3 / 30.0 / 0.0251
Inverter: 6 / 22.5 / 0.0188
Tap cell: 77 / 96.3 / 0.0806
final timing paths:
| check | endpoint | from | slack, ns | depth (start not counted) |
|---|---|---|---|---|
| min | counter[0] | counter[0] | 0.44 | 1 |
| max | clk_400 | clk_400 | 3.80 | 1 |
| min reg2reg | counter[0] | counter[0] | 0.44 | 1 |
| max reg2reg | clk_400 | counter[0] | 4.39 | 5 |
cells by family after synthesis:
kind of cell,count (synthesis),share of synthesized area
xor+xnor,20,0.176
fa+ha+maj,2,0.0251
buf+inv,6,0.0226
flops,26,0.552
simple gates,36,0.225
Power figures rest on the tool's default switching activity, not on a simulated workload.
